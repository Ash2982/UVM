==> ./design.v <==
 module AHBLite_APB_Bridge #(
  parameter ADDR_WIDTH = 32,
  parameter DATA_WIDTH = 32
)
(
  input                           HRESETn,
  input                           HCLK,
  input                           HSEL,
  input      [ADDR_WIDTH-1:0]     HADDR,   
  input      [DATA_WIDTH-1:0]     HWDATA,  
  input                           HWRITE,
  input      [2:0]                HSIZE,
  input      [2:0]                HBURST, 
  input      [3:0]                HPROT, 
  input      [1:0]                HTRANS,
  input                           HMASTERLOCK, 
  input                           HREADYIN,
  output reg                      HREADYOUT,
  output reg [DATA_WIDTH-1:0]     HRDATA,
  output reg                      HRESP,
  input                           PRESETn,
  input                           PCLK,
  output reg                      PSEL,
  output reg                      PENABLE,
  output     [2:0]                PPROT,
  output reg                      PWRITE,
  output reg [(DATA_WIDTH/8)-1:0] PSTRB,
  output reg [ADDR_WIDTH-1:0]     PADDR,
  output reg [DATA_WIDTH-1:0]     PWDATA,
  input      [DATA_WIDTH-1:0]     PRDATA,
  input                           PREADY,
  input                           PSLVERR
);
parameter ST_AHB_IDLE     = 2'b00,
          ST_AHB_TRANSFER = 2'b01,
          ST_AHB_ERROR    = 2'b10;
reg  [1:0]            ahb_state;
wire                  ahb_transfer;
reg                   apb_treq;
reg                   apb_treq_toggle;
reg  [2:0]            apb_treq_sync;
wire                  apb_treq_pulse;
reg                   apb_tack;
reg                   apb_tack_toggle;
reg  [2:0]            apb_tack_sync;
wire                  apb_tack_pulse;
reg                   apb_tack_pulse_Q1;
reg  [ADDR_WIDTH-1:0] ahb_HADDR;
reg                   ahb_HWRITE;
reg  [2:0]            ahb_HSIZE;
reg  [DATA_WIDTH-1:0] ahb_HWDATA;
reg                   latch_HWDATA;
reg  [DATA_WIDTH-1:0] apb_PRDATA;
reg                   apb_PSLVERR;
reg  [DATA_WIDTH-1:0] apb_PRDATA_HCLK;
reg                   apb_PSLVERR_HCLK;
assign ahb_transfer = (HSEL & HREADYIN & (HTRANS == 2'b10 || HTRANS == 2'b11)) ? 1'b1 : 1'b0;
always@(posedge HCLK or negedge HRESETn)begin
  if(!HRESETn)begin      
    HREADYOUT  <= 1'b1;   
    HRESP      <= 1'b0;   
    HRDATA     <=  'd0;   
    ahb_HADDR  <=  'd0;    
    ahb_HWRITE <= 1'b0;    
    ahb_HSIZE  <=  'd0;    
    ahb_state  <= ST_AHB_IDLE;   
    apb_treq   <= 1'b0;  
  end else begin
    apb_treq   <= 1'b0;  
    case (ahb_state)
      ST_AHB_IDLE : begin     
        HREADYOUT  <= 1'b1;  
        HRESP      <= 1'b0;
        ahb_HADDR  <= HADDR;   
        ahb_HWRITE <= HWRITE;   
        ahb_HSIZE  <= HSIZE;    
        if(ahb_transfer)begin     
          ahb_state <= ST_AHB_TRANSFER;   
          HREADYOUT <= 1'b0;    
          apb_treq  <= 1'b1;    
        end
      end
      ST_AHB_TRANSFER : begin    
        HREADYOUT <= 1'b0;       
        if(apb_tack_pulse_Q1)begin   
          HRDATA <= apb_PRDATA_HCLK;   
          if(apb_PSLVERR_HCLK)begin   
            HRESP     <= 1'b1;        
            ahb_state <= ST_AHB_ERROR;  
          end else begin
            HREADYOUT <= 1'b1;   
            HRESP     <= 1'b0;   
            ahb_state <= ST_AHB_IDLE;  
          end
        end
      end
      ST_AHB_ERROR : begin   
        HREADYOUT <= 1'b1;   
        ahb_state <= ST_AHB_IDLE;  
      end
      default: begin
        ahb_state <= ST_AHB_IDLE;  
      end
    endcase
  end
end
always@(posedge HCLK or negedge HRESETn)begin
  if(!HRESETn)begin  
    ahb_HWDATA   <=  'd0;   
    latch_HWDATA <= 1'b0;   
  end else begin
    if(ahb_transfer && HWRITE) latch_HWDATA <= 1'b1;   
    else                       latch_HWDATA <= 1'b0;   
    if(latch_HWDATA)begin 
      ahb_HWDATA <= HWDATA; 
    end 
  end
end
always@(posedge HCLK or negedge HRESETn)begin
  if(!HRESETn)begin
    apb_treq_toggle <= 1'b0;
  end else begin
    if(apb_treq) apb_treq_toggle <= ~apb_treq_toggle;  
  end
end
always@(posedge PCLK or negedge PRESETn)begin
  if(!PRESETn)begin
     apb_treq_sync  <=  'd0;  
  end else begin
    apb_treq_sync <= {apb_treq_sync[1:0], apb_treq_toggle};  
  end
end
  assign apb_treq_pulse = apb_treq_sync[2] ^ apb_treq_sync[1];  
reg                   apb_treq_pulse_Q1;
reg  [ADDR_WIDTH-1:0] ahb_HADDR_PCLK;
reg                   ahb_HWRITE_PCLK;
reg  [2:0]            ahb_HSIZE_PCLK;
reg  [DATA_WIDTH-1:0] ahb_HWDATA_PCLK;
always@(posedge PCLK or negedge PRESETn)begin
  if(!PRESETn)begin
    apb_treq_pulse_Q1 <= 0;
    ahb_HADDR_PCLK    <= 0;
    ahb_HWRITE_PCLK   <= 0;
    ahb_HSIZE_PCLK    <= 0;
    ahb_HWDATA_PCLK   <= 0;
  end else begin
    apb_treq_pulse_Q1 <= apb_treq_pulse;
    if(apb_treq_pulse)begin
      ahb_HADDR_PCLK  <= ahb_HADDR;
      ahb_HWRITE_PCLK <= ahb_HWRITE;
      ahb_HSIZE_PCLK  <= ahb_HSIZE;
      ahb_HWDATA_PCLK <= ahb_HWDATA;
    end
  end
end
reg [(DATA_WIDTH/8)-1:0] lcl_PSTRB;
reg [1:0] apb_state;
parameter ST_APB_IDLE   = 2'b00,
          ST_APB_START  = 2'b01,
          ST_APB_ACCESS = 2'b10;
always@(posedge PCLK or negedge PRESETn)begin
  if(!PRESETn)begin
    apb_state   <= ST_APB_IDLE;
    PADDR       <=  'd0;
    PSEL        <=  'b0;
    PENABLE     <=  'b0;
    PWRITE      <=  'b0;
    PWDATA      <=  'b0;
    PSTRB       <=  'd0;
    apb_PSLVERR <= 1'b0;
    apb_tack    <= 1'b0;
    apb_PRDATA  <=  'd0;
  end else begin
    apb_tack    <= 1'b0;
    case (apb_state)
      ST_APB_IDLE: begin
        PSEL    <= 'b0;
        PENABLE <= 'b0;
        PWRITE  <= 'b0;
        if(apb_treq_pulse_Q1)begin
          apb_state <= ST_APB_START;
          PADDR     <= {ahb_HADDR_PCLK[ADDR_WIDTH-1:DATA_WIDTH/8], {{(DATA_WIDTH/8)}{1'b0}}};
          PSTRB     <= lcl_PSTRB;
          PSEL      <= 'b1;
          PWRITE    <= ahb_HWRITE_PCLK;
          PWDATA    <= ahb_HWDATA_PCLK;
        end
      end
      ST_APB_START: begin
        apb_state <= ST_APB_ACCESS;
        PSEL      <= 'b1;
        PENABLE   <= 'b1;
      end
      ST_APB_ACCESS: begin
        PENABLE <= PENABLE;
        PWRITE  <= PWRITE;
        if(PREADY)begin
          apb_state   <= ST_APB_IDLE;
          apb_tack    <= 1'b1;
          apb_PRDATA  <= PRDATA;
          PSEL        <= 'b0;
          PENABLE     <= 'b0;
          apb_PSLVERR <= PSLVERR;
        end
      end
    endcase
  end
end
always@(posedge PCLK or negedge PRESETn)begin
  if(!PRESETn)begin
    apb_tack_toggle <= 1'b0;
  end else begin
    if(apb_tack) apb_tack_toggle <= ~apb_tack_toggle;
  end
end
always@(posedge HCLK or negedge HRESETn)begin
  if(!HRESETn)begin
    apb_tack_sync <= 'd0;
  end else begin
    apb_tack_sync <= {apb_tack_sync[1:0], apb_tack_toggle};
  end
end
assign apb_tack_pulse = apb_tack_sync[2] ^ apb_tack_sync[1];
always@(posedge HCLK or negedge HRESETn)begin
  if(!HRESETn)begin
    apb_tack_pulse_Q1 <= 0;
    apb_PRDATA_HCLK   <= 0;
    apb_PSLVERR_HCLK  <= 0;
  end else begin
    apb_tack_pulse_Q1 <= apb_tack_pulse;
    if(apb_tack_pulse)begin
      apb_PRDATA_HCLK  <= apb_PRDATA;
      apb_PSLVERR_HCLK <= apb_PSLVERR;
    end
  end
end
reg [127:0] pstrb;
reg [6:0]   addr_mask;
always@(*)begin
  case(DATA_WIDTH/8)
    'd0: addr_mask <= 'h00;
    'd1: addr_mask <= 'h01;
    'd2: addr_mask <= 'h03;
    'd3: addr_mask <= 'h07;
    'd4: addr_mask <= 'h0f;
    'd5: addr_mask <= 'h1f;
    'd6: addr_mask <= 'h3f;
    'd7: addr_mask <= 'h7f;
  endcase
  case(ahb_HSIZE)
    'd1:     pstrb <= 'h3;
    'd2:     pstrb <= 'hf;
    'd3:     pstrb <= 'hff;
    'd4:     pstrb <= 'hffff;
    'd5:     pstrb <= 'hffff_ffff;
    'd6:     pstrb <= 'hffff_ffff_ffff_ffff;
    'd7:     pstrb <= 'hffff_ffff_ffff_ffff_ffff_ffff_ffff_ffff;
    default: pstrb <= 'h1;
  endcase
end
always@(posedge HCLK or negedge HRESETn)begin
  if(!HRESETn)begin
    lcl_PSTRB <= 0;
  end else begin
    lcl_PSTRB <= pstrb[DATA_WIDTH/8-1:0] << (ahb_HADDR & addr_mask);
  end
end
endmodule
==> ./run.sh <==
#!/bin/bash
# OpenROAD 26Q1-2900-gdf79404cd8, Yosys 0.63+post, stock flow scripts
make -C /OpenROAD-flow-scripts/flow DESIGN_CONFIG=/design/flow/config.mk WORK_HOME=/design/flow/orfs finish
==> ./config.mk <==
export PLATFORM = sky130hd
export DESIGN_NAME = AHBLite_APB_Bridge
export DESIGN_NICKNAME = AHBLite_APB_Bridge
export VERILOG_FILES = /design/flow/design.v
export SDC_FILE = /design/flow/constraint.sdc
export NUM_CORES = 4
export LEC_CHECK = 1
export CORE_UTILIZATION = 40
==> ./constraint.sdc <==
current_design AHBLite_APB_Bridge

set clk_period 3.9
set clk_io_pct 0.2

create_clock -name clk0 -period $clk_period [get_ports {HCLK}]
create_clock -name clk1 -period $clk_period [get_ports {PCLK}]

set non_clock_inputs [all_inputs -no_clocks]
set_input_delay [expr $clk_period * $clk_io_pct] -clock clk0 $non_clock_inputs
set_output_delay [expr $clk_period * $clk_io_pct] -clock clk0 [all_outputs]
==> run_results.csv <==
group,metric,value,unit
worst_setup_path,cp-end-kind,"output pin",
timing,setup_repair_after_global_routing_missed_its_margin,"no",
worst_setup_path,cp_delay_by_family_top,"flip-flops",
logic_synthesis,synth.yosys.warnings,4,
timing,finalHoldViolCount,0,
cells_and_area,layout.filler_cells,2371,
detailed_routing,wl_met3,1.94,mm
detailed_routing,detailroute.wirelength.met2,10.7,mm
logic_synthesis,yosys-dominant-comb-family,"multiplexers",
worst_setup_path,crit_slowest_cell,"sky130_fd_sc_hd__dfstp_2",
worst_setup_path,worstReg2RegStart,"ahb_state[0]",
detailed_routing,first_drt_pass_iteration_count,4,
power_and_ir_drop,finalPower,13100,µW
worst_setup_path,critical_path_arrival,1.43,ns
floorplan,fp-utilization,40.9,%
logic_synthesis,yosys-stat-cells,694,
worst_setup_path,worstSetupPathType,"reg -> out",
power_and_ir_drop,max-vdd-ir-drop,385,µV
detailed_routing,route.detailed.wl_per_inst,18.1,µm
timing,clock_tree_skew_after_final_layout,0.0118,ns
worst_setup_path,start_kind,"flip-flop",
worst_setup_path,critPathBufInv,1,
logic_synthesis,synth.ff_latch_count,319,
power_and_ir_drop,static-leakage-power,0.00667,µW
worst_setup_path,crit_required,3.12,ns
clock_network,cts_hold_buf,0,
clock_network,cts_clock_pin_slew_for_the_worst_setup_and_hold_paths,0.08,ns
global_routing,grt_pass1_vias,6978,
floorplan,die_width,174,µm
detailed_routing,detail_route.antenna_diodes,0,
timing,final-max-slew-violation-count,0,
clock_network,cts_resized,0,
floorplan,ios,226,
cells_and_area,sequential_cell_area_in_the_final_layout,0.00799,mm²
logic_synthesis,adders_majority_by_area,0,%
detailed_routing,detailroute.via_count,6374,
worst_setup_path,regToRegEndpoint,"ahb_HADDR[18]",
place,detailed_placement_wirelength_estimate,14.4,mm
detailed_routing,remaining_drc_errors,0,
logic_synthesis,ys_sh_mux,27.8,%
timing,aggregate_negative_setup_slack,0,ns
floorplan,fp.dieH,174,µm
clock_network,number_of_setup_buffers_added_after_cts,0,
place,gp_congestion,0.765,
floorplan,num_rows,62,
power_and_ir_drop,pwr_density_cell,849,mW/mm²
timing,fin_worst_hold_slack,0.219,ns
detailed_routing,m1WireLength,11.2,mm
global_routing,grt_start_max_net_pins,111,
flow_run,tool_warnings,37,
cells_and_area,logic_area,0.00358,mm²
timing,slew_at_the_pin_closest_to_its_max_slew_limit,0.647,ns
logic_synthesis,yosysSeqAreaShare,67.7,%
place,placed_cells_incl_taps,1267,
cells_and_area,stdcell_count,1330,
floorplan,die_area,0.0302,mm²
logic_synthesis,avgSynthCellArea,17.0,µm²
detailed_routing,highest_layer,"met5",
clock_network,clock_tree_from_tritoncts,"built",
flow_run,cap_violations,0,
logic_synthesis,synthCells,694,
global_routing,antenna_found_initial,2,
global_routing,grt-ovfl-total,0,
worst_setup_path,critical_path.cell_chain,"clkdlybuf4s50_1",
run_status,run_status,"completed",
detailed_routing,drt_first_iter_violations,213,
worst_setup_path,rr_worst_depth,2,
global_routing,global_route.usage.total,17.9,%
worst_setup_path,critical_path_cell_count,1,
detailed_routing,vias_per_cell,4.79,
global_routing,grt_pass1_wl,39.8,mm
logic_synthesis,netlist_area,0.0118,mm²
worst_setup_path,reg2reg_setup_slack,2.10,ns
clock_network,numClockSinks,319,
detailed_routing,detail_route.wirelength,24.0,mm
cells_and_area,drive_gt1_share,38.5,%
worst_setup_path,critical_path.max_stage_delay,0.53,ns
logic_synthesis,synthAoiAreaFrac,1.02,%
floorplan,floorplan.core_area,0.0289,mm²
place,io_buffer_count,208,
logic_synthesis,yosys_area,0.0118,mm²
logic_synthesis,synth.cellmix.simpleShare,0.731,%
cells_and_area,area.growth.synth_to_final,31.0,%
timing,setup_viol,0,
logic_synthesis,xor_area_share,0.519,%
timing,max_slew_margin,56.9,%
logic_synthesis,yosysUniqueCellTypes,32,
detailed_routing,drt.antenna.violating_nets,0,
hold_path,worst_hold_path_type,"in -> async",
worst_setup_path,crit_fanout,2,
==> cell families after synthesis <==
family          Yosys count
flops                   319
mux                     291
simple gates             18
buf+inv                  43
compound gates           18
other cells               1
xor+xnor                  4
==> cell type report <==
class,instances,share of cell area [%]
Multi-Input combinational cell,338,23.2
Inverter,7,0.170
Tap cell,384,3.11
Sequential cell,319,51.7
Timing Repair Buffer,219,14.3
Clock buffer,35,5.59
Clock inverter,28,2.05
==> through the flow <==
step / instance area, µm² / util (%) / worst slack (ns)
6_report: 15500 / 53.6 / 1.69
5_1_grt: 15500 / 53.6 / 1.63
4_1_cts: 15500 / 53.6 / 1.64
3_5_place_dp: 14300 / 49.5 / 1.62
3_3_place_gp: 14300 / 49.5 / 1.62
2_1_floorplan: 11800 / - / 2.24
==> sequential cells by signal, indices dropped and copies added (netlist names), 4 cells and up <==
name and cells:
ahb_HADDR_PCLK 28, HRDATA 32, PADDR 28, apb_PRDATA_HCLK 32
apb_PRDATA 32, PWDATA 32, PSTRB 4, ahb_HWDATA 32
lcl_PSTRB 4, ahb_HADDR 32, ahb_HWDATA_PCLK 32
==> layout by cell type, fill, tap and decap left out <==
cell and count:
sky130_fd_sc_hd__dfrtp_1 316, sky130_fd_sc_hd__mux2_2 282, sky130_fd_sc_hd__clkdlybuf4s50_1 206, sky130_fd_sc_hd__clkbuf_16 34, sky130_fd_sc_hd__inv_8 9, sky130_fd_sc_hd__mux2_1 8, sky130_fd_sc_hd__buf_4 8, sky130_fd_sc_hd__conb_1 7
sky130_fd_sc_hd__clkinv_4 7, sky130_fd_sc_hd__inv_1 6, sky130_fd_sc_hd__o21ai_0 5, sky130_fd_sc_hd__nand2_1 5, sky130_fd_sc_hd__inv_6 5, sky130_fd_sc_hd__nor2_1 4, sky130_fd_sc_hd__clkinv_8 4, sky130_fd_sc_hd__dfstp_2 3
sky130_fd_sc_hd__a2111oi_0 3, sky130_fd_sc_hd__and2_1 3, sky130_fd_sc_hd__buf_12 3, sky130_fd_sc_hd__a211oi_1 2, sky130_fd_sc_hd__a31oi_1 2, sky130_fd_sc_hd__xor2_4 2, sky130_fd_sc_hd__xor2_1 2, sky130_fd_sc_hd__a21oi_1 2
sky130_fd_sc_hd__nor3_1 2, sky130_fd_sc_hd__clkinvlp_4 2, sky130_fd_sc_hd__buf_6 2, sky130_fd_sc_hd__nor4_1 1, sky130_fd_sc_hd__inv_2 1, sky130_fd_sc_hd__and3_1 1, sky130_fd_sc_hd__nand2b_1 1, sky130_fd_sc_hd__a21o_1 1
sky130_fd_sc_hd__o21bai_1 1, sky130_fd_sc_hd__o31ai_1 1, sky130_fd_sc_hd__mux2i_1 1, sky130_fd_sc_hd__nand3_1 1, sky130_fd_sc_hd__a22o_1 1, sky130_fd_sc_hd__bufinv_16 1, sky130_fd_sc_hd__clkbuf_8 1
==> routing by layer <==
layer	track usage [%]	vias up
met4	1.97	2
met2	25.3	158
li1	-	2886
met3	6.78	19
met1	28.7	3309
met5	0	-
==> cells in the mapped netlist <==
cell type | n | area share [%]
sky130_fd_sc_hd__nand2b_1 | 1 | 0.053
sky130_fd_sc_hd__o31ai_1 | 1 | 0.064
sky130_fd_sc_hd__mux2_2 | 282 | 27
sky130_fd_sc_hd__dfrtp_1 | 316 | 67
sky130_fd_sc_hd__conb_1 | 1 | 0.032
sky130_fd_sc_hd__buf_4 | 9 | 0.57
sky130_fd_sc_hd__dfstp_2 | 3 | 0.67
sky130_fd_sc_hd__mux2i_1 | 1 | 0.085
sky130_fd_sc_hd__a211oi_1 | 2 | 0.13
sky130_fd_sc_hd__nor3_1 | 2 | 0.085
sky130_fd_sc_hd__xor2_4 | 1 | 0.23
sky130_fd_sc_hd__inv_2 | 1 | 0.032
sky130_fd_sc_hd__a21o_1 | 1 | 0.064
sky130_fd_sc_hd__and2_1 | 3 | 0.16
sky130_fd_sc_hd__a21oi_1 | 2 | 0.085
sky130_fd_sc_hd__mux2_1 | 8 | 0.76
sky130_fd_sc_hd__buf_2 | 17 | 0.72
sky130_fd_sc_hd__nand3_1 | 1 | 0.042
sky130_fd_sc_hd__xor2_1 | 2 | 0.15
sky130_fd_sc_hd__a22o_1 | 1 | 0.074
sky130_fd_sc_hd__nor4_1 | 1 | 0.053
sky130_fd_sc_hd__xor2_2 | 1 | 0.14
sky130_fd_sc_hd__inv_1 | 6 | 0.19
sky130_fd_sc_hd__and3_1 | 1 | 0.053
sky130_fd_sc_hd__clkbuf_1 | 3 | 0.095
sky130_fd_sc_hd__a2111oi_0 | 3 | 0.22
sky130_fd_sc_hd__nor2_1 | 4 | 0.13
sky130_fd_sc_hd__o21ai_0 | 5 | 0.21
sky130_fd_sc_hd__buf_6 | 7 | 0.67
sky130_fd_sc_hd__nand2_1 | 5 | 0.16
sky130_fd_sc_hd__a31oi_1 | 2 | 0.11
sky130_fd_sc_hd__o21bai_1 | 1 | 0.064
==> power by group <==
part	leakage [µW]	internal, µW	switching [µW]	total [µW]
clock	0.000574	1790	1600	3380
combinational	0.00224	2800	1260	4070
sequential	0.00385	4890	793	5680
total	0.00667	9480	3650	13100
==> worst max path at each step <==
stage      endpoint       from  slack [ns]
5_1_grt   HREADYOUT  HREADYOUT        1.63
6_report  HREADYOUT  HREADYOUT        1.69
4_1_cts   HREADYOUT  HREADYOUT        1.64
Power is estimated from default activity; no workload was simulated.
